$ cat flow/constraint.sdc
current_design ir

set clk_period 1.0
set clk_io_pct 0.2

create_clock -name clk0 -period $clk_period [get_ports {clk}]

set non_clock_inputs [all_inputs -no_clocks]
set_input_delay [expr $clk_period * $clk_io_pct] -clock clk0 $non_clock_inputs
set_output_delay [expr $clk_period * $clk_io_pct] -clock clk0 [all_outputs]
$ cat flow/design.v
`timescale 1ns/1ns
module ir(
  input clk,           
  input rst,           
  input en,            
  input [15:0] d,      
  output reg [15:0] o  
);
always @(posedge clk) begin
  if(rst)      o <= 16'b0;
  else if(en)  o <= d;
  else         o <= o;
end
endmodule
$ cat flow/run.sh
#!/bin/bash
# OpenROAD 26Q1-2900-gdf79404cd8, Yosys 0.63+post, stock flow scripts
make -C /OpenROAD-flow-scripts/flow DESIGN_CONFIG=/design/flow/config.mk WORK_HOME=/design/flow/orfs finish
$ cat flow/config.mk
export PLATFORM = sky130hd
export DESIGN_NAME = ir
export DESIGN_NICKNAME = ir
export VERILOG_FILES = /design/flow/design.v
export SDC_FILE = /design/flow/constraint.sdc
export NUM_CORES = 4
export LEC_CHECK = 1
export CORE_AREA = 10 10 70 70
export DIE_AREA = 0 0 80 80
export SYNTH_HDL_FRONTEND = slang
==> flow_results.xml <==
<?xml version="1.0" encoding="UTF-8"?>
<metrics>
  <group name="synthesis">
    <metric name="ys_seq_share" unit="">0.552</metric>
    <metric name="synth_cell_types" unit="">7</metric>
    <metric name="synth-area-yosys" unit="um2">581</metric>
    <metric name="post_synth_inst_count" unit="">52</metric>
    <metric name="syn_area_per_cell" unit="um2">11.2</metric>
    <metric name="ys_cells" unit="">52</metric>
    <metric name="syn-cell-area" unit="um2">581</metric>
    <metric name="synth-seq-cells" unit="">16</metric>
    <metric name="yosys_warnings" unit="">0</metric>
  </group>
  <group name="finish">
    <metric name="final_common_cell" unit="">sky130_fd_sc_hd__clkdlybuf4s50_1</metric>
    <metric name="stdcell_count" unit="">134</metric>
    <metric name="area.sequential" unit="um2">340</metric>
    <metric name="fillers" unit="">372</metric>
    <metric name="registers.top_by_ff_count" unit="">o</metric>
    <metric name="comb_area" unit="um2">220</metric>
    <metric name="final_layout_top_logic_cells" unit="">sky130_fd_sc_hd__clkdlybuf4s50_1 (18), sky130_fd_sc_hd__mux2i_1 (16), sky130_fd_sc_hd__nor2_1 (16), sky130_fd_sc_hd__dfxtp_2 (16), sky130_fd_sc_hd__buf_2 (16)</metric>
    <metric name="drive_gt1_frac" unit="">0.432</metric>
    <metric name="largest_register_ffs" unit="">16</metric>
    <metric name="syn_to_final_growth" unit="%">64.4</metric>
    <metric name="leading_registers_by_flop_count" unit="">o: 16 flops</metric>
  </group>
  <group name="setup_path">
    <metric name="setup.worst_path.class" unit="">in2reg</metric>
    <metric name="endpoint_kind" unit="">flop</metric>
    <metric name="critical_path_peak_fanout" unit="">16</metric>
    <metric name="cp_data_required_time" unit="ns">1.19</metric>
    <metric name="standard_cell_with_the_maximum_stage_delay_on_the_critical_path" unit="">sky130_fd_sc_hd__clkdlybuf4s50_1</metric>
    <metric name="crit_buf_inv" unit="">2</metric>
    <metric name="timing.critical_path.slowest_cell_delay" unit="ns">0.50</metric>
    <metric name="critical_path.startpoint_type" unit="">input port</metric>
    <metric name="critical_path.top_delay_family" unit="">buffers and inverters</metric>
    <metric name="arrival" unit="ns">1.14</metric>
    <metric name="cells_traversed_along_the_worst_timing_path" unit="">clkdlybuf4s50_1 &gt; buf_12 &gt; mux2i_1 &gt; nor2_1</metric>
  </group>
  <group name="power">
    <metric name="leakage" unit="uW">0.000452</metric>
    <metric name="power.ir.vdd_worst" unit="mV">0.742</metric>
    <metric name="power_density" unit="nW/um2">1380</metric>
  </group>
  <group name="floorplan">
    <metric name="fp.dieW" unit="um">80</metric>
    <metric name="die_height" unit="um">80</metric>
    <metric name="io_pins" unit="">35</metric>
    <metric name="design.die.area" unit="um2">6400</metric>
    <metric name="std_cell_rows" unit="">21</metric>
    <metric name="fp.coreArea" unit="um2">3420</metric>
    <metric name="floorplan.core_util" unit="">0.170</metric>
  </group>
  <group name="placed_design">
    <metric name="dp.final_hpwl" unit="mm">1.13</metric>
    <metric name="gpl.final_weighted_congestion" unit="">0.754</metric>
    <metric name="io_buffers" unit="">34</metric>
    <metric name="placed_cells" unit="">130</metric>
  </group>
  <group name="route">
    <metric name="drt_drc_violations_left" unit="">0</metric>
    <metric name="pre_repair_dr_iteration_count" unit="">2</metric>
    <metric name="route.detailed.vias_per_inst" unit="">3.57</metric>
    <metric name="antenna_violating_nets_remaining" unit="">0</metric>
    <metric name="antenna_cells" unit="">0</metric>
    <metric name="drt_first_iter_violations" unit="">6</metric>
    <metric name="vias" unit="">478</metric>
    <metric name="drt-wirelength-per-cell" unit="um">11.2</metric>
    <metric name="routed_wl" unit="mm">1.51</metric>
  </group>
  <group name="clock_tree">
    <metric name="clk_path_buf_depth" unit="">2</metric>
    <metric name="clock_tree.htree_level_count" unit="">1</metric>
    <metric name="postCtsHoldBufs" unit="">0</metric>
    <metric name="cts_made_buffers" unit="">3</metric>
    <metric name="cts.sinks" unit="">16</metric>
    <metric name="tritoncts" unit="">built</metric>
    <metric name="clockRootBuffer" unit="">sky130_fd_sc_hd__clkbuf_4</metric>
    <metric name="clock_transition_at_the_register_clock_pins_on_the_worst_setup_and_hold_paths_after_cts" unit="ns">0.10</metric>
    <metric name="clkLatencyLatePin" unit="ns">0.28</metric>
  </group>
  <group name="flow_run">
    <metric name="warnings" unit="">25</metric>
    <metric name="max-cap-violations" unit="">0</metric>
  </group>
  <group name="sta">
    <metric name="rsz_0062_raised_after_global_routing" unit="">no</metric>
    <metric name="period_used_share" unit="">0.957</metric>
    <metric name="slew_violations" unit="">0</metric>
    <metric name="crit_path_time_final" unit="ns">0.957</metric>
    <metric name="tightestPinTransition" unit="ns">0.131</metric>
    <metric name="slew-limit-headroom" unit="">0.910</metric>
    <metric name="whs" unit="ns">0.484</metric>
    <metric name="setup_viol_count_final" unit="">0</metric>
    <metric name="report.final.hold_viol_count" unit="">0</metric>
    <metric name="fmax" unit="GHz">1.04</metric>
    <metric name="skew" unit="ns">0</metric>
  </group>
  <group name="grt">
    <metric name="first_global_vias" unit="">479</metric>
    <metric name="grt-ovfl-total" unit="">0</metric>
    <metric name="grt_start_max_net_pins" unit="">17</metric>
    <metric name="grtUsageTotal" unit="">0.0464</metric>
    <metric name="antenna_found_initial" unit="">0</metric>
    <metric name="first_pass_grt_wire_length" unit="mm">2.39</metric>
  </group>
  <group name="run_status">
    <metric name="status" unit="">finished clean</metric>
  </group>
  <group name="worst_hold_path">
    <metric name="hold_class" unit="">reg2reg</metric>
  </group>
</metrics>
==> worst paths after layout <==
path                       from                 end  slack, ns  cells past startpoint
max reg2reg   o[1]$_SDFFE_PP0P_   o[1]$_SDFFE_PP0P_       0.39                      2
min          o[12]$_SDFFE_PP0P_  o[12]$_SDFFE_PP0P_       0.48                      2
max                          en   o[1]$_SDFFE_PP0P_       0.04                      4
min reg2reg  o[12]$_SDFFE_PP0P_  o[12]$_SDFFE_PP0P_       0.48                      2
==> logic make-up (layout without fill, tap and decap cells) <==
| group | count (synthesis) | in the layout | synth area share |
|---|---|---|---|
| flops | 16 | 16 | 0.552 |
| simple gates | 16 | 16 | 0.103 |
| buf+inv | 4 | 40 | 0.0690 |
| mux | 16 | 16 | 0.276 |
==> per-layer routing <==
layer / part of all wire / track usage
met1: 0.42 / 0.0563
met2: 0.44 / 0.0682
met3: 0.14 / 0.0341
met4: 0.0040 / 0.00176
met5: 0 / 0
==> Yosys cell counts, drive strengths merged <==
cell   instances  area, um2
dfxtp         16        320
buf            4       40.0
mux2i         16        160
nor2          16       60.1
==> worst register-to-register path, cell delays in order (launching register included) <==
cell                      delay, ns
sky130_fd_sc_hd__dfxtp_2       0.33
sky130_fd_sc_hd__mux2i_1       0.13
sky130_fd_sc_hd__nor2_1        0.05
==> power breakdown <==
group / leakage [uW] / internal, uW / switching, uW
Combinational: 0.000294 / 137 / 62.3
Clock: 0.0000210 / 221 / 202
Sequential: 0.000138 / 682 / 16.0
Total: 0.000452 / 1040 / 280
==> layout make-up <==
cell class | count | share of cell area
multi-input combinational | 32 | 0.231
clock buffer | 4 | 0.0380
timing repair buffer | 36 | 0.315
tap | 46 | 0.0603
sequential | 16 | 0.356
==> through the flow <==
step / util / power, uW / setup slack, ns / TNS, ns / instance area [um2]
2_1_floorplan: - / 783 / 0.218 / 0 / 581
3_3_place_gp: 0.286 / 942 / -0.245 / -3.83 / 978
3_5_place_dp: 0.286 / 945 / -0.275 / -4.11 / 978
4_1_cts: 0.279 / 1370 / 0.0475 / 0 / 955
5_1_grt: 0.279 / 1420 / 0.0259 / 0 / 955
6_report: 0.279 / 1320 / 0.0429 / 0 / 955
==> timing repair <==
item                       4_1_cts  5_1_grt
setup buffers                    0        0
resized                         64        0
setup endpoints to repair       16        0
No activity file was given, so power comes from the tool's default toggle rates.
