==> /design/flow/design.v <==
`timescale 1ns/1ns
module pc(
  input clk,           
  input rst,           
  input en,            
  input inc,           
  input [15:0] d,      
  output reg [15:0] o  
);
always @(posedge clk) begin
  if(rst)      o <= 16'b0;
  else if(en)  o <= d;
  else if(inc) o <= o + 2;
  else         o <= o;
end
endmodule
==> /design/flow/run.sh <==
#!/bin/bash
# OpenROAD 26Q1-2900-gdf79404cd8, Yosys 0.63+post, stock flow scripts
make -C /OpenROAD-flow-scripts/flow DESIGN_CONFIG=/design/flow/config.mk WORK_HOME=/design/flow/orfs finish
==> /design/flow/config.mk <==
export PLATFORM = sky130hd
export DESIGN_NAME = pc
export DESIGN_NICKNAME = pc
export VERILOG_FILES = /design/flow/design.v
export SDC_FILE = /design/flow/constraint.sdc
export NUM_CORES = 4
export LEC_CHECK = 1
export CORE_AREA = 10 10 86 86
export DIE_AREA = 0 0 96 96
export SYNTH_HDL_FRONTEND = slang
==> /design/flow/constraint.sdc <==
current_design pc

set clk_period 3.8
set clk_io_pct 0.2

create_clock -name clk0 -period $clk_period [get_ports {clk}]

set non_clock_inputs [all_inputs -no_clocks]
set_input_delay [expr $clk_period * $clk_io_pct] -clock clk0 $non_clock_inputs
set_output_delay [expr $clk_period * $clk_io_pct] -clock clk0 [all_outputs]
==> flow_summary_export.csv <==
group,metric,value,unit
critical_path,crit_arrival,1300,ps
critical_path,crit_path_end_kind,"output pin",
clock_tree,clockBufferDepth,2,
detailed_routing,num_vias,810,
clock_tree,cts_hold_buf,0,
clock_tree,numClockSinks,16,
flow_run,cap_viol_max_count,0,
critical_path,critPathMaxFanout,9,
sta,min_period,2060,ps
die,core_area,5540,um^2
finish,largest_reg_flops,16,
power_and_ir_drop,vdd_ir_drop_max,167,uV
power_and_ir_drop,power_frac_comb,18.4,%
finish,stdcell_count,209,
detailed_routing,wl,2.58,mm
clock_tree,cts_resized,0,
die,rows,27,
power_and_ir_drop,power_leakage,0.000535,uW
clock_tree,cts_buffers,3,
sta,rsz0062_at_grt,"false",
logic_synthesis,ys_seq_share,36.1,%
critical_path,critPathSlowestCell,"clkdlybuf4s50_1",
die,ios,36,
sta,slew_violations,0,
logic_synthesis,ys_cells,106,
logic_synthesis,yosysWarnings,0,
power_and_ir_drop,pwr-share-clk,35.7,%
clock_tree,cts_tree,"done",
global_route,grt_pass1_wl,4.02,mm
logic_synthesis,synthDistinctLibCells,20,
critical_path,slowest_delay,540,ps
power_and_ir_drop,power_frac_seq,45.9,%
clock_tree,ctsHtreeMaxLevel,1,
power_and_ir_drop,powerDensity,315,nW/um^2
place,dp_hpwl,2.04,mm
finish,area_growth,51.3,%
sta,fin_tns_setup,0,ps
place,dp_cells,205,
critical_path,cp-start-kind,"flop",
place,numPortBuffers,35,
logic_synthesis,syn_area,887,um^2
finish,fillers,639,
detailed_routing,wl_per_cell,12.3,um
global_route,grt_remaining_overflow,0,
logic_synthesis,syn-instance-count,106,
finish,top_regs,"o: 16 flops",
critical_path,path_buffers,1,
sta,max_slew.worst_pin.slew,624,ps
outcome,status,"completed",
critical_path,path_class,"reg -> out",
sta,setup_viol,0,
detailed_routing,firstDrtPassIters,4,
clock_tree,path_clk_slew,70,ps
global_route,grt_max_degree,29,
die,fp.dieW,96,um
logic_synthesis,yosys-stat-area,887,um^2
detailed_routing,diodes,0,
power_and_ir_drop,p_sw_share,23.4,%
sta,worst_clock_skew,6.09,ps
global_route,grt_pass1_vias,793,
power_and_ir_drop,netSwitchingPower,99.0,uW
clock_tree,clk_latency,250,ps
sta,hold_viol,0,
die,die_y,96,um
power_and_ir_drop,finalPower,423,uW
sta,max_freq,486,MHz
global_route,grt_usage,5.56,%
place,gp_congestion,0.821,
die,dieArea,9220,um^2
critical_path,crit_family,"buffers and inverters",
global_route,grt_antenna_before_repair,0,
clock_tree,clockRootBuffer,"clkbuf_8",
finish,top_register,"o",
finish,drive_gt1_share,3.65,%
detailed_routing,antenna_left,0,
sta,relSlewSlack,58.3,%
critical_path,required,3040,ps
power_and_ir_drop,intPower,324,uW
flow_run,warning_count,25,
detailed_routing,drc,0,
logic_synthesis,syn-mean-instance-area,8.37,um^2
hold_path,hold_class,"reg -> reg",
logic_synthesis,ys_ff,16,
detailed_routing,first_iter_violations,27,
sta,period_used_share,54.1,%
critical_path,path_cells,"clkdlybuf4s50_1",
clock_tree,cts_setup_buffers,0,
detailed_routing,via_per_inst,3.88,
die,initial_core_util,16.0,%
[synth_stat cells]
master	count	area, um^2
mux2i_1	5	50.1
buf_4	1	7.51
nand2_1	1	3.75
nor2_1	8	30.0
and3_1	1	6.26
a21oi_1	12	60.1
inv_1	10	37.5
buf_2	2	10.0
xnor2_1	9	78.8
xor2_1	5	43.8
ha_1	1	12.5
and4_1	4	35.0
o21a_1	10	75.1
and2_1	1	6.26
nand3_1	6	30.0
nand4_1	6	37.5
nor4_1	2	12.5
buf_6	1	11.3
dfxtp_1	16	320
clkbuf_1	5	18.8
[final cells by class]
cell class | count | area [um^2] | area share, %
multi-input cells | 71 | 482 | 35.9
inverters | 10 | 37.5 | 2.80
flip-flops and latches | 16 | 320 | 23.9
repair buffers | 36 | 358 | 26.7
well taps | 72 | 90.1 | 6.71
clock buffers | 4 | 55.1 | 4.10
[power by group through the flow]
stage / logic [uW] / registers (uW) / clock network, uW
after global routing: 86.5 / 197 / 165
final: 77.7 / 194 / 151
after CTS: 80.1 / 194 / 156
[layout by cell type, fill, tap and decap left out, types with 4 or more instances in the layout]
cell	instances
nand3_1	6
nor2_1	8
xor2_1	5
clkdlybuf4s50_1	35
nand4_1	6
clkbuf_8	4
mux2i_1	5
o21a_1	10
and4_1	4
a21oi_1	12
xnor2_1	9
inv_1	10
dfxtp_1	16
[through the flow]
stage	util, %	cell area, um^2	setup slack (ps)	hold slack (ps)
after floorplan	-	887	2140	437
after global placement	23.2	1290	1510	479
after detailed placement	23.2	1290	1510	499
after CTS	24.2	1340	1730	526
after global routing	24.2	1340	1660	579
final	24.2	1340	1740	521
[kinds of logic after synthesis]
logic type	Yosys count	synth area share (%)
adder cells (fa/ha/maj)	1	1.41
XOR/XNOR	14	13.8
flip-flops	16	36.1
multiplexers	5	5.64
AND/OR/NAND/NOR	29	18.2
buffers and inverters	19	9.59
AND-OR/OR-AND	22	15.2
[layer usage]
| layer | track usage [%] | vias to the layer above | routed length (um) |
|---|---|---|---|
| li1 | - | 426 | - |
| met1 | 7.63 | 351 | 1240 |
| met2 | 7.85 | 33 | 1030 |
| met5 | 0 | - | 0 |
| met4 | 0.491 | 0 | 0 |
| met3 | 2.99 | 0 | 309 |
[worst register-to-register path: stages, from the launching register on]
cell and delay [ps]:
dfxtp_1 410, ha_1 210, and4_1 320, and4_1 230, xor2_1 60, o21a_1 160
[final timing paths]
check,from,endpoint,slack [ps],cells past startpoint
worst min register to register,o[0],o[0],520,2
worst max-delay path,o[4],o[4],1740,1
worst min-delay path,o[0],o[0],520,2
worst max register to register,o[1],o[11],2310,5
Power figures rest on the tool's default switching activity, not on a simulated workload.
